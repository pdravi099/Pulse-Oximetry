**flow/design.v**
```verilog
module FIR_FILTER2 (clk, rst_n,IR_ADC_Value, Out_IR_Filtered);
input clk, rst_n;
input [7:0] IR_ADC_Value;
output reg [19:0] Out_IR_Filtered;
wire [7:0] b0 = 8'b00000010;
wire [7:0] b1 = 8'b00001010;
wire [7:0] b2 = 8'b00010000;
wire [7:0] b3 = 8'b00011100;
wire [7:0] b4 = 8'b00101011;
wire [7:0] b5 = 8'b00111100;
wire [7:0] b6 = 8'b01001110;
wire [7:0] b7 = 8'b01011111;
wire [7:0] b8 = 8'b01101111;
wire [7:0] b9 = 8'b01110111;
wire [7:0] b10 = 8'b10000000;
wire [7:0] b11 = 8'b10000000;
wire [7:0] b12 = 8'b01110111;
wire [7:0] b13 = 8'b01101111;
wire [7:0] b14 = 8'b01011111;
wire [7:0] b15 = 8'b01001110;
wire [7:0] b16 = 8'b00111100;
wire [7:0] b17 = 8'b00101011;
wire [7:0] b18 = 8'b00011100;
wire [7:0] b19 = 8'b00010000;
wire [7:0] b20 = 8'b00001010;
wire [7:0] b21 = 8'b00000010;
reg [7:0] x1,x2,x3,x4,x5,x6,x7,x8,x9,x10,x11,x12,x13,x14,x15,x16,x17,x18,x19,x20,x21;
always@(posedge clk)
begin
if (!rst_n) begin
x2 <= 0;
x3 <= 0;
x4 <= 0;
x5 <= 0;
x6 <= 0;
x7 <= 0;
x8 <= 0;
x9 <= 0;
x10 <= 0;
x11 <= 0;
x12 <= 0;
x13 <= 0;
x14 <= 0;
x15 <= 0;
x16 <= 0;
x17 <= 0;
x18 <= 0;
x19 <= 0;
x20 <= 0;
x21 <= 0;
end
else begin
x1 <= IR_ADC_Value;
x2 <= x1;
x3 <= x2;
x4 <= x3;
x5 <= x4;
x6 <= x5;
x7 <= x6;
x8 <= x7;
x9 <= x8;
x10 <= x9;
x11 <= x10;
x12 <= x11;
x13 <= x12;
x14 <= x13;
x15 <= x14;
x16 <= x15;
x17 <= x16;
x18 <= x17;
x19 <= x18;
x20 <= x19;
x21 <= x20;
end
end
wire [19:0] Mul0, Mul1, Mul2, Mul3,Mul4, Mul5, Mul6, Mul7,Mul8, Mul9, Mul10, Mul11,Mul12,
Mul13, Mul14, Mul15,Mul16, Mul17, Mul18, Mul19,Mul20, Mul21;
assign Mul0 = IR_ADC_Value * b0;
assign Mul1 = x1 * b1;
assign Mul2 = x2 * b2;
assign Mul3 = x3 * b3;
assign Mul4 = x4 * b4;
assign Mul5 = x5 * b5;
assign Mul6 = x6 * b6;
assign Mul7 = x7 * b7;
assign Mul8 = x8 * b8;
assign Mul9 = x9 * b9;
assign Mul10 = x10 * b10;
assign Mul11 = x11 * b11;
assign Mul12 = x12 * b12;
assign Mul13 = x13 * b13;
assign Mul14 = x14 * b14;
assign Mul15 = x15 * b15;
assign Mul16 = x16 * b16;
assign Mul17 = x17 * b17;
assign Mul18 = x18 * b18;
assign Mul19 = x19 * b19;
assign Mul20 = x20 * b20;
assign Mul21 = x21 * b21;
wire [19:0] Add_final;
assign Add_final = Mul0 + Mul1 + Mul2 + Mul3 + Mul4 + Mul5 + Mul6 + Mul7 + Mul8 + Mul9 +
Mul10 + Mul11 + Mul12 + Mul13 + Mul14 + Mul15+ Mul16 + Mul17 + Mul18 + Mul19 + Mul20
+ Mul21;
always@(posedge clk)
Out_IR_Filtered <= Add_final;
endmodule
```
**flow/run.sh**
```bash
#!/bin/bash
# OpenROAD 26Q1-2900-gdf79404cd8, Yosys 0.63+post, stock flow scripts
make -C /OpenROAD-flow-scripts/flow DESIGN_CONFIG=/design/flow/config.mk WORK_HOME=/design/flow/orfs finish
```
**flow/config.mk**
```make
export PLATFORM = sky130hd
export DESIGN_NAME = FIR_FILTER2
export DESIGN_NICKNAME = FIR_FILTER2
export VERILOG_FILES = /design/flow/design.v
export SDC_FILE = /design/flow/constraint.sdc
export NUM_CORES = 4
export LEC_CHECK = 1
export CORE_UTILIZATION = 40
```
**flow/constraint.sdc**
```tcl
current_design FIR_FILTER2

set clk_period 17.6
set clk_io_pct 0.2

create_clock -name clk0 -period $clk_period [get_ports {clk}]

set non_clock_inputs [all_inputs -no_clocks]
set_input_delay [expr $clk_period * $clk_io_pct] -clock clk0 $non_clock_inputs
set_output_delay [expr $clk_period * $clk_io_pct] -clock clk0 [all_outputs]
```
==> results.tsv <==
stage	metric	value	unit
run_status	outcome	complete, no violations	
clock_tree	cts_made_buffers	17	
critical_path	critPathArrivalTime	11110	ps
critical_path	worstSetupPathType	input port to flop	
flow_run	max_cap_viol_count	0	
final_timing	tightestPinTransition	746	ps
min_path	min_path_type	flop to flop	
critical_path	cp-end-kind	flop	
final_timing	max_slew_margin	50.3	%
floorplanning	rows	90	
clock_tree	post_cts_resized	0	
placed_design	hpwlAfterDp	46.5	mm
floorplanning	chipArea	61900	µm²
route	drtIter0Drc	422	
floorplanning	die_height	249	µm
placed_design	finalWeightedCongestion	0.950	
final_timing	setup_tns	0	ps
final_timing	setup_viol	0	
placed_design	port_buffers	29	
synthesis	ys.flop_type	dfxtp_1	
grt	grt_start_max_net_pins	87	
final_timing	final.setup_skew	16.6	ps
floorplanning	core_region_area	60200	µm²
synthesis	synth_top_area_share	43.4	%
critical_path	worstPathMaxFanout	3	
route	ant_nets	0	
final_timing	rsz0062_at_grt	false	
synthesis	synth_warnings	1	
synthesis	area_leaders	fa_1 43%, ha_1 18%, dfxtp_1 15%	
power_and_ir_drop	power_density	78.1	nW/µm²
layout	drive_gt1_share	2.55	%
final_timing	hold_violations	0	
synthesis	ys_seq_share	15.8	%
clock_tree	cts.clk_slew.worst_paths	80	ps
floorplanning	io_pins	30	
route	drc	0	
synthesis	synth-seq-cells	188	
clock_tree	cts_tree	built	
clock_tree	root_buffer	clkbuf_16	
flow_run	log.warning_count	58	
clock_tree	clock_latency	460	ps
critical_path	cp.required	17960	ps
route	firstDrtPassIters	5	
power_and_ir_drop	leakage	13.5	nW
grt	grt_antenna_before_repair	3	
grt	grt_pass1_wl	86.6	mm
layout	areaGrowthSynthToFinish	7.51	%
synthesis	async_reset_ff_share	0	%
clock_tree	cts_hold_buf	0	
grt	grt_pass1_vias	15621	
synthesis	yosys_area	24400	µm²
clock_tree	cts_max_path_buffers	2	
final_timing	fin_crit	10750	ps
power_and_ir_drop	peakVddDrop	0.184	mV
power_and_ir_drop	power	2.04	mW
route	viasPerCell	4.49	
final_timing	finalMaxSlewViolations	0	
route	vias	13742	
synthesis	syn_avg_cell_area	10.9	µm²
critical_path	start_kind	input port	
synthesis	top_cell	inv_1	
synthesis	yosysTopAreaCell	fa_1	
final_timing	max_freq	93.0	MHz
synthesis	synth_cells	2229	
route	drt-total-wl	52.5	mm
clock_tree	postCtsSetupBuffers	0	
synthesis	synth_area	24400	µm²
grt	track_usage	19.8	%
clock_tree	htreeDepth	4	
grt	grt-ovfl-total	0	
floorplanning	fp.dieW	249	µm
synthesis	synth-edff-count	8	
layout	largest_register_ffs	20	
layout	regMostFlops	Out_IR_Filtered	
clock_tree	cts_sinks	188	
final_timing	period_used_share	61.1	%
synthesis	ys_types	50	
synthesis	top_cells_by_count	721 x inv_1, 528 x fa_1, 349 x ha_1	
synthesis	yosysCellCount	2229	
floorplanning	initial_core_util	40.4	%
layout	fill_cells	5464	
route	routedWlPerCell	17.2	µm
critical_path	timing.reg2reg.setup_slack	7330	ps
worst max-delay path, stage by stage:
cell and delay, ps:
clkdlybuf4s50_1 520, inv_1 80, fa_1 530, inv_1 50
fa_1 450, fa_1 400, fa_1 510, fa_1 520
inv_1 50, fa_1 470, inv_1 50, fa_1 490
inv_1 50, fa_1 520, inv_1 50, fa_1 430
ha_1 300, ha_1 230, fa_1 460, a21oi_1 200
inv_1 90, a221oi_2 380, a31o_2 300, a21oi_1 150
a211o_1 280
stage by stage:
step           area (µm²)  cells  hold WS, ps  util, %  worst slack, ps
6_report            26200   3060          457     43.5             6850
3_5_place_dp        25600   3027          440     42.5             6400
2_1_floorplan       24400   2229          430        -             7430
5_1_grt             26200   3059          480     43.5             6540
4_1_cts             26200   3059          460     43.5             6860
3_3_place_gp        25600   3027          443     42.5             6400
worst paths after layout:
kind                          to       startpoint  depth (start not counted)
max          Out_IR_Filtered[18]  IR_ADC_Value[2]                         25
min                       x12[6]           x11[6]                          1
max reg2reg  Out_IR_Filtered[19]            x5[0]                         31
min reg2reg               x12[6]           x11[6]                          1
final cells by class:
| type | instances | area, µm² | area share, % |
|---|---|---|---|
| Multi-Input combinational cell | 1303 | 17700 | 67.8 |
| Sequential cell | 188 | 3840 | 14.7 |
| Clock inverter | 14 | 144 | 0.549 |
| Antenna cell | 1 | 2.50 | 0.00956 |
| Inverter | 721 | 2710 | 10.3 |
| Tap cell | 782 | 978 | 3.74 |
| Timing Repair Buffer | 33 | 318 | 1.21 |
| Clock buffer | 18 | 450 | 1.72 |
logic make-up (layout without fill, tap and decap cells):
family | count (synthesis) | after routing | share of synthesized area (%)
XOR/XNOR | 63 | 63 | 2.27
adder cells (fa/ha/maj) | 877 | 877 | 61.3
multiplexers | 1 | 1 | 0.0462
flip-flops | 188 | 188 | 15.8
other | 0 | 1 | 0
buffers and inverters | 738 | 786 | 11.4
AND/OR/NAND/NOR | 246 | 246 | 5.93
AND-OR/OR-AND | 116 | 116 | 3.28
metal layers:
metal  GRT usage (%)  vias to the layer above  routed length (µm)
met4            2.77                        2                1000
met2            29.5                      342               23900
met3            9.89                       27                5990
met5               0                        -                  13
li1                -                     6600                   -
met1            27.8                     6771               21600
layout by cell type (no fill, tap or decap), types with 8 or more instances in the layout:
| master | synthesis | routed |
|---|---|---|
| inv_1 | 721 | 721 |
| a21oi_1 | 43 | 43 |
| dfxtp_1 | 180 | 180 |
| nor2b_1 | 9 | 9 |
| nand2_1 | 17 | 17 |
| xor2_1 | 35 | 35 |
| and2_1 | 161 | 161 |
| o21a_1 | 8 | 8 |
| nor2_1 | 22 | 22 |
| clkbuf_16 | 0 | 18 |
| a21o_1 | 17 | 17 |
| o21ai_0 | 17 | 17 |
| clkdlybuf4s50_1 | 0 | 28 |
| ha_1 | 349 | 349 |
| fa_1 | 528 | 528 |
| edfxtp_1 | 8 | 8 |
| xnor2_1 | 28 | 28 |
where the power goes:
group	switching (mW)	internal, mW
Combinational	0.656	0.514
Sequential	0.0152	0.462
Clock	0.200	0.197
Total	0.871	1.17
No activity file was given, so power comes from the tool's default toggle rates.
